==> flow/config.mk <==
export PLATFORM = sky130hd
export DESIGN_NAME = control
export DESIGN_NICKNAME = control
export VERILOG_FILES = /design/flow/design.v
export SDC_FILE = /design/flow/constraint.sdc
export NUM_CORES = 4
export LEC_CHECK = 1
export CORE_AREA = 10 10 70 70
export DIE_AREA = 0 0 80 80
==> flow/constraint.sdc <==
current_design control

set clk_period 1.7
set clk_io_pct 0.2

create_clock -name clk0 -period $clk_period

set non_clock_inputs [all_inputs -no_clocks]
set_input_delay [expr $clk_period * $clk_io_pct] -clock clk0 $non_clock_inputs
set_output_delay [expr $clk_period * $clk_io_pct] -clock clk0 [all_outputs]
==> flow/design.v <==
module control(in,in2,in3,regdest0,regdest1,jump,jreg,branchne,branchgtz,branchgez,branchltz,alusrc,memtoreg0,memtoreg1,regwrite,memread,memwrite,branch,aluop0,aluop1,aluop2,aluop3);
input [5:0] in,in2;  
input [4:0] in3;  
output regdest0,regdest1,jump,jreg,branchne,branchgtz,branchgez,branchltz,alusrc,memtoreg0,memtoreg1,regwrite,memread,memwrite,branch,aluop0,aluop1,aluop2,aluop3;
wire rformat,lw,sw,beq,addi,andi,bne,j,jr,bgtz,bgez,bltz;
assign rformat=~|in;
assign addi=~in[5]& (~in[4])&(in[3])&(~in[2])&(~in[1])&(~in[0]);
assign andi=~in[5]& (~in[4])&(in[3])&(in[2])&(~in[1])&(~in[0]);
assign lw=in[5]& (~in[4])&(~in[3])&(~in[2])&in[1]&in[0];
assign sw=in[5]& (~in[4])&in[3]&(~in[2])&in[1]&in[0];
assign beq=~in[5]& (~in[4])&(~in[3])&in[2]&(~in[1])&(~in[0]);
assign bne=~in[5]& (~in[4])&(~in[3])&in[2]&(~in[1])&in[0];
assign bgtz=~in[5]& (~in[4])&(~in[3])&in[2]&in[1]&in[0];
assign bgez=((~in[5])&(~in[4])&(~in[3])&(~in[2])&(~in[1])&in[0])&((~in3[4])&(~in3[3])&(~in3[2])&(~in3[1])&in3[0]);
assign bltz=((~in[5])&(~in[4])&(~in[3])&(~in[2])&(~in[1])&in[0])&((~in3[4])&(~in3[3])&(~in3[2])&(~in3[1])&(~in3[0]));
assign j= ~in[5]& (~in[4])&(~in[3])&(~in[2])&in[1]&(~in[0]);
assign jr=(rformat & (~in2[5]& (~in2[4])&in2[3]&(~in2[2])&(~in2[1])&(~in2[0])));
assign jal = ~in[5]& (~in[4])&(~in[3])&(~in[2])&in[1]&in[0];
assign regdest0=jal;
assign regdest1=rformat&(~jr);
assign jump=j|jal;
assign jreg=jr;
assign memtoreg0 = jal;
assign memtoreg1=lw;
assign regwrite=(rformat&(~jr))|lw|addi|andi|jal;
assign memread=lw;
assign memwrite=sw;
assign branch=beq;
assign branchne=bne;
assign branchgtz=bgtz;
assign branchgez=bgez;
assign branchltz=bltz;
assign alusrc=lw|sw|addi|andi|bltz|bgtz|bgez;
assign aluop0=bltz|bgtz|bgez;
assign aluop1=addi|bgtz;
assign aluop2=rformat|andi|addi|jr;
assign aluop3=beq|bne|andi|bgez;
endmodule
==> flow/run.sh <==
#!/bin/bash
# OpenROAD 26Q1-2900-gdf79404cd8, Yosys 0.63+post, stock flow scripts
make -C /OpenROAD-flow-scripts/flow DESIGN_CONFIG=/design/flow/config.mk WORK_HOME=/design/flow/orfs finish
==> Slide: Implementation Results <==
Run Summary

Synthesis
  • Distinct lib cells used: 23
  • Post-Syn Area per Cell: 6.31 sq um
  • Synth Cell Area: 303 sq um
  • Ys cells: approximately 48
  • Register share after synthesis: 0%
  • Yosys synthesis warning count: 1
  • Post-Synthesis Cells: about 48
  • Yosys Chip Area: 303 sq um

Hold path
  • Hold Path Class: in2out

Final timing
  • Final Cycle Share: 106%
  • Max-slew violations: 0
  • Worst slew pin tran: roughly 0.28 ns
  • Worst rel slew slack: between 80% and 90%
  • Fmax: roughly 550 MHz
  • Final Setup Violations: 5
  • Min Hold Slack: approximately 1.0 ns
  • Final setup margin: -0.105 ns
  • RSZ-0062 raised after global routing: true
  • Final Hold Vio Count: 0
  • Minimum clock period: about 1.8 ns

Cells and area
  • CLK BUF: 0
  • Fillers: between 300 and 400
  • Reg area: 0 sq um
  • Final Instance Count excl. Fillers: about 150
  • Flop Count: 0
  • Area grow syn2layout: 226%
  • Share of post-route cells with drive strength above 1: roughly three quarters
  • Design Area, Final: between 900 and 1000 sq um
  • Final core occ: between 20% and 30%

Outcome
  • Failing checks: setup timing
  • Outcome: finished, violations left

GRT
  • Initial antenna violation count: 0
  • First-pass GRT wire length: between 2 and 3 mm
  • Vias in the first global route: 554
  • Total GRT Usage: ~5.3%
  • Largest net degree at the start of global routing: 9
  • Gr ovfl total: 0

Critical path
  • CP most frequent cell: buf_6
  • Worst Path Buf+Inv: 3
  • CP max FO: 2
  • Max stage delay cell, worst path: or4b_4
  • Worst path arrival time: around 1.5 ns
  • Crit path kind: in2out
  • CP Capture Type: primary output
  • Crit path cell chain: buf_6 -> or4b_4 -> nor3_4 -> buf_4 -> and3_4 -> buf_6
  • Top Family by Delay on Critical Path: simple AND/OR/NAND/NOR gates
  • Startpoint types: input pin
  • CP peak stage delay: 0.53 ns
  • Critical path data required time: approximately 1.4 ns

Die
  • Core area: 3420 sq um
  • Chip Width: 80 um
  • Row cnt: 21
  • Die Height: roughly 80 um
  • Chip footprint: ~6400 sq um
  • Fp util: 8.86%
  • I/O pins: 36

Routing
  • Vias: 552
  • Routed WL: 1.92 mm
  • Vias per cell: around 3.8
  • Ant. Diodes: 0
  • Drt first-iter violations: 27
  • Routed Antenna Nets: 0
  • DRC: 0
  • Routed len/inst: roughly 13 um
  • Pre-Repair DR Iteration Count: 2

Job
  • Max-cap viol count: 0
  • Tool warnings: 34

Clock network
  • Hold buffers post-CTS: 0

Power
  • Overall power: about 0.15 mW
  • P_leak: 0.487 nW
  • Power Dens Cells: around 150 nW/um^2
  • Worst IR Drop VDD: roughly 0.00004 V

Placed design
  • Routability cong.: 0.750
  • Cell total after placement: between 100 and 150
  • IO buf count: 36
  • Hpwl dp: approximately 1.4 mm
  • Placed Instance Area: 786 sq um
## logic make-up after synthesis
kind of cell / synth area share, %
and+or+nand+nor: 71.1
buffers and inverters: 14.5
AOI/OAI and AO/OA: 14.5
## report_power, final
group	leakage [nW]	total [mW]	switching [mW]	internal, mW
clock	0	0	0	0
combinational	0.487	0.151	0.0654	0.0858
sequential	0	0	0	0
## stage by stage
stage	worst slack, ns	setup TNS, ns
global route	-0.167	-0.709
CTS	-0.187	-0.541
finish	-0.105	-0.357
global placement	-0.768	-12.21
detailed placement	-0.774	-12.28
floorplan	0.223	0
## cells in the mapped netlist
cell type | instances | share of area (%)
nor3_1 | 6 | 9.9
nor2_1 | 5 | 6.2
a31oi_1 | 4 | 8.3
nand2_1 | 4 | 5.0
inv_1 | 3 | 3.7
nor2b_1 | 3 | 6.2
and3_1 | 2 | 4.1
buf_2 | 2 | 3.3
buf_4 | 2 | 5.0
clkbuf_1 | 2 | 2.5
nand2b_1 | 2 | 4.1
nor4b_1 | 2 | 5.8
nand3_1 | 1 | 1.7
nand4bb_1 | 1 | 3.7
nor3_4 | 1 | 5.4
nor3b_1 | 1 | 2.5
nor4_1 | 1 | 2.1
nor4_2 | 1 | 4.1
o211ai_2 | 1 | 4.1
o22ai_1 | 1 | 2.1
or3_1 | 1 | 2.1
or3b_4 | 1 | 3.7
or4b_4 | 1 | 4.5
## worst paths after layout
check | slack, ns | cells past startpoint | startpoint | end
worst max-delay path | -0.11 | 6 | in2[2] | jreg
worst min-delay path | 1.01 | 3 | in[5] | aluop1
## final cells by class
type               instances  area [sq um]  share of cell area, %
repair buffers            58           493                   49.9
well taps                 46          57.6                   5.82
multi-input cells         39           427                   43.2
inverters                  3          11.3                   1.14
## worst min-delay path: cells and delay by family
family | cells | cell delay [ns]
simple gates | 1 | 0.08
buf+inv | 2 | 0.25
## metal layers
layer,part of all wire [%],vias to the layer above,GRT usage (%)
met1,45,254,7.23
met5,0,-,0
met2,48,17,8.75
li1,-,281,-
met3,6.6,0,1.48
met4,0,0,0
## timing repair
| item | in CTS | in global routing |
|---|---|---|
| setup buffers | 9 | 0 |
| gates resized | 131 | 20 |
| endpoints found under the setup margin | 19 | 16 |
| pin swaps | 13 | 13 |
## cell usage in the layout, fill, tap and decap left out, types with 2 or more instances in the layout
cell              n
nor2b_2           2
dlymetal6s2s_1    2
nor3_1            2
inv_1             2
nor3_4            3
nor2_1            2
a31oi_1           3
buf_2            15
nor3_2            2
clkdlybuf4s50_1   4
clkbuf_2          3
buf_4            14
dlygate4sd2_1     3
nor2_4            2
nand2_1           3
buf_6            13
buf_8             2
No activity file was given, so power comes from the tool's default toggle rates.
