--- flow/design.v ---
module alu32(alu_out,a,b,zout,alu_control); 
output [31:0] alu_out;
input [31:0] a,b; 
input [3:0] alu_control; 
reg [31:0] alu_out;
reg [31:0] less;
output zout;
reg zout;
always @(a or b or alu_control)
begin
	case(alu_control)
	4'b0010: alu_out=a+b; 		 
	4'b0110: alu_out=a+1+(~b);	 
	4'b0111: begin less=a+1+(~b);	 
			if (less[31]) alu_out=1;	
			else alu_out=0;
		  end
	4'b1001: begin	less = 1+(~a); 
			if(less[31]) alu_out=0;
			else if (a == 0) alu_out = 0; 
			else alu_out=1;
		end
	4'b1000: begin 	less = 1+(~a); 
			if(less[31]) alu_out=1;
			else if (a == 0) alu_out = 1; 
			else alu_out=0;
		end
	4'b1100: begin 	less = 1+(~a); 
			if(less[31]) alu_out=0;
			else if (a == 0) alu_out = 1; 
			else alu_out=1;
		end
	4'b0000: alu_out=a & b;	 
	4'b0001: alu_out=a|b;		 
	4'b0100: alu_out = ~(a|b);		 
	default: alu_out=31'bx;	
	endcase
zout=~(|alu_out);
end
endmodule
--- flow/run.sh ---
#!/bin/bash
# OpenROAD 26Q1-2900-gdf79404cd8, Yosys 0.63+post, stock flow scripts
make -C /OpenROAD-flow-scripts/flow DESIGN_CONFIG=/design/flow/config.mk WORK_HOME=/design/flow/orfs finish
--- flow/config.mk ---
export PLATFORM = sky130hd
export DESIGN_NAME = alu32
export DESIGN_NICKNAME = alu32
export VERILOG_FILES = /design/flow/design.v
export SDC_FILE = /design/flow/constraint.sdc
export NUM_CORES = 4
export LEC_CHECK = 1
export CORE_UTILIZATION = 40
--- flow/constraint.sdc ---
current_design alu32

set clk_period 18.6
set clk_io_pct 0.2

create_clock -name clk0 -period $clk_period

set non_clock_inputs [all_inputs -no_clocks]
set_input_delay [expr $clk_period * $clk_io_pct] -clock clk0 $non_clock_inputs
set_output_delay [expr $clk_period * $clk_io_pct] -clock clk0 [all_outputs]
==> impl_metrics.toml <==
# physical design summary
[finish]
flip_flop_and_latch_area_um2 = 0
layout.cells.non_filler = 1148
flow.area_growth_from_synthesis_pct = 18.8
clkbuf_count = 0
n_sequential_cell = 0
drive_above_1_share_pct = 4.46
design_area_um2 = 7050

[power_and_ir_drop]
clock_power_share_pct = 0
p_sw_w = 0.000120
p_per_area_nw_per_um2 = 29.4
combinationalPowerShare_pct = 100.0
cell_internal_pwr_w = 0.0000877
switching_share_pct = 57.7
vdd_ir_drop_max_mv = 0.0124
power_leakage_nw = 3.18
sequentialPowerShare_pct = 0

[routing]
wl_mm = 23.4
drt-pass1-iter-count = 5
ant_nets = 0
detailroute.via_count = 7211
first_iter_violations = 656
antennaDiodeCount = 0
routedWlPerCell_um = 20.4
route.detailed.vias_per_inst = 6.28
drc = 0

[critical_path]
crit_arrival_ps = 8980
cp.buffers_inverters = 2
slowest_delay_ps = 910
crit_fanout = 18
worstSetupPathType = "input port to output port"
timing.critical_path.cells = "clkdlybuf4s50_1, nor3b_1, nand2_1, o22ai_1, a211o_1, nor2_1, or4b_1, or4_1, nor4_1, nand4_1, or4_1, nor4_2, clkdlybuf4s50_1"
worstSetupEndpointType = "output port"
timing.critical_path.required_ps = 14880
crit_path_top_delay_cell = "sky130_fd_sc_hd__clkdlybuf4s50_1"
start_kind = "input port"
critical-path-top-delay-family = "simple AND/OR/NAND/NOR gates"

[clock_tree]
cts_resized = 0
cts.hold.buffers_added = 0
cts_setup_buffers = 0

[placed_design]
dp_hpwl_mm = 18.7
numPlacedInstances = 1148
post_dp_cell_area_um2 = 7050
port_buffers = 101
place_congestion = 1.00
placement.setup.worst_slack_ps = 5930

[floorplan]
floorplan.die.height_um = 124
floorplan.rows = 44
design.portCount = 101
die.size.x_um = 124
floorplan.die_area_um2 = 15300
initial_utilization_pct = 40.9
fp.coreArea_um2 = 14500

[grt]
antenna_found_initial = 0
globalRouteTotalUtil_pct = 30.6
grt_start_max_net_pins = 32
via_count_of_the_first_global_routing_pass = 6409
wire_length_of_the_first_global_routing_pass_mm = 35.4
grt.overflow.total = 0

[timing]
totalNegativeSetupSlack_ps = 0
timing.fmax_mhz = 78.8
grt_setup_unrepaired = "false"
worstMarginPinSlew_ps = 1020
slew_headroom_pct = 31.6
slew_viol_final = 0
finalSetupViolations = 0
hold_viol_final = 0
timing.final.crit_period_ps = 12700
finalWorstSetupSlack_ps = 5900
finalClockPeriodUsage_pct = 68.3

[logic_synthesis]
ys_warn_count = 1
yosysSeqAreaShare_pct = 0
synth.area.top_cells = "sky130_fd_sc_hd__ha_1, sky130_fd_sc_hd__nor2_1, sky130_fd_sc_hd__inv_1"
synthesis.area_per_instance_um2 = 6.58
synthesis.instances = 903
top_cell_type_by_total_area_after_synthesis = "sky130_fd_sc_hd__ha_1"
syn_area_um2 = 5940
synth.distinct_cells = 76
yosys.stat.chipArea_um2 = 5940
ys_cells = 903
top_cell_area_share_pct = 22.1

[run]
maxCapViolations = 0
stage_log_warnings = 105

[min_path]
hold_path.class = "input port to output port"

[run_status]
run_status = "completed"
[final timing paths]
path / startpoint / to / slack [ps] / cells after the start
worst max-delay path: alu_control[0] / zout / 5900 / 13
worst min-delay path: b[31] / alu_out[31] / 8680 / 5
[cell usage in the layout (no fill, tap or decap), types with 5 or more instances in the layout]
cell type,n
sky130_fd_sc_hd__nand2b_1,17
sky130_fd_sc_hd__a221oi_1,27
sky130_fd_sc_hd__a211o_1,7
sky130_fd_sc_hd__inv_1,95
sky130_fd_sc_hd__o21ai_0,47
sky130_fd_sc_hd__o21a_1,8
sky130_fd_sc_hd__nand2_1,54
sky130_fd_sc_hd__o211a_1,5
sky130_fd_sc_hd__a21o_1,19
sky130_fd_sc_hd__mux2i_1,8
sky130_fd_sc_hd__xnor2_1,7
sky130_fd_sc_hd__o211ai_1,16
sky130_fd_sc_hd__a311oi_1,5
sky130_fd_sc_hd__nand3_1,17
sky130_fd_sc_hd__a211oi_1,6
sky130_fd_sc_hd__or2_2,12
sky130_fd_sc_hd__a221o_1,12
sky130_fd_sc_hd__a22oi_1,7
sky130_fd_sc_hd__a21boi_0,5
sky130_fd_sc_hd__a31oi_1,16
sky130_fd_sc_hd__nand4_1,15
sky130_fd_sc_hd__o22ai_1,8
sky130_fd_sc_hd__o221a_2,6
sky130_fd_sc_hd__o31ai_1,6
sky130_fd_sc_hd__and3_1,6
sky130_fd_sc_hd__o311ai_0,5
sky130_fd_sc_hd__o21bai_1,9
sky130_fd_sc_hd__clkdlybuf4s50_1,101
sky130_fd_sc_hd__buf_4,10
sky130_fd_sc_hd__o2111ai_1,5
sky130_fd_sc_hd__a21oi_1,68
sky130_fd_sc_hd__nor3_1,19
sky130_fd_sc_hd__nor4_1,22
sky130_fd_sc_hd__ha_1,105
sky130_fd_sc_hd__nor2_1,106
sky130_fd_sc_hd__nor2b_1,12
[layer usage]
layer / wire length (um) / GRT usage [%] / up-vias / part of all wire [%]
li1: - / - / 3488 / -
met2: 10200 / 48.0 / 326 / 43
met4: 678 / 8.13 / 0 / 2.9
met1: 11000 / 45.0 / 3343 / 47
met3: 1580 / 2.29 / 54 / 6.7
met5: 0 / 0 / - / 0
[final cells by class]
| cell class | instances | area, um^2 |
|---|---|---|
| inverter | 96 | 360 |
| timing repair buffer | 111 | 1090 |
| fill | 1514 | 7480 |
| tap | 184 | 230 |
| multi-input combinational | 757 | 5380 |
[synth_stat cells, types with 6 or more instances]
cell                       count
sky130_fd_sc_hd__nand4_1      15
sky130_fd_sc_hd__a21o_1       19
sky130_fd_sc_hd__o211ai_1     16
sky130_fd_sc_hd__nand2b_1     17
sky130_fd_sc_hd__mux2i_1       8
sky130_fd_sc_hd__ha_1        105
sky130_fd_sc_hd__nor3_1       19
sky130_fd_sc_hd__inv_1        95
sky130_fd_sc_hd__a211oi_1      6
sky130_fd_sc_hd__o21ai_0      47
sky130_fd_sc_hd__nand2_1      54
sky130_fd_sc_hd__a31oi_1      16
sky130_fd_sc_hd__o21bai_1      9
sky130_fd_sc_hd__nor2b_1      12
sky130_fd_sc_hd__and3_1        6
sky130_fd_sc_hd__a22oi_1       7
sky130_fd_sc_hd__o31ai_1       6
sky130_fd_sc_hd__o221a_2       6
sky130_fd_sc_hd__o22ai_1       8
sky130_fd_sc_hd__nor4_1       24
sky130_fd_sc_hd__clkbuf_1     37
sky130_fd_sc_hd__a211o_1       7
sky130_fd_sc_hd__a221o_1      12
sky130_fd_sc_hd__a221oi_1     27
sky130_fd_sc_hd__nor2_1      106
sky130_fd_sc_hd__nand3_1      17
sky130_fd_sc_hd__buf_2         8
sky130_fd_sc_hd__a21oi_1      68
sky130_fd_sc_hd__xnor2_1       7
sky130_fd_sc_hd__o21a_1        8
sky130_fd_sc_hd__or2_2        12
[logic make-up after synthesis]
logic type	count (synthesis)	share of synthesized area, %
AOI/OAI and AO/OA	323	38.9
buffers and inverters	146	9.65
and+or+nand+nor	309	25.8
muxes	9	1.54
xor gates and xnor gates	9	1.33
adders and majority gates	107	22.8
[power groups by stage]
| stage | Combinational [W] | Clock (W) | Sequential, W |
|---|---|---|---|
| CTS | 0.000204 | 0 | 0 |
| global route | 0.000226 | 0 | 0 |
| finish | 0.000207 | 0 | 0 |
[stage by stage]
stage	hold WS [ps]	util, %	power (W)
2_1_floorplan	7650	-	0.000126
3_3_place_gp	8690	48.5	0.000204
3_5_place_dp	8670	48.5	0.000202
4_1_cts	8680	48.5	0.000204
5_1_grt	8740	48.5	0.000226
6_report	8680	48.5	0.000207
Power and IR drop assume default switching activity.
