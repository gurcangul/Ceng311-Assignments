===== run.sh =====
#!/bin/bash
# OpenROAD 26Q1-2900-gdf79404cd8, Yosys 0.63+post, stock flow scripts
make -C /OpenROAD-flow-scripts/flow DESIGN_CONFIG=/design/flow/config.mk WORK_HOME=/design/flow/orfs finish

===== constraint.sdc =====
current_design mult4_to_1_32

set clk_period 1.1
set clk_io_pct 0.2

create_clock -name clk0 -period $clk_period

set non_clock_inputs [all_inputs -no_clocks]
set_input_delay [expr $clk_period * $clk_io_pct] -clock clk0 $non_clock_inputs
set_output_delay [expr $clk_period * $clk_io_pct] -clock clk0 [all_outputs]

===== config.mk =====
export PLATFORM = sky130hd
export DESIGN_NAME = mult4_to_1_32
export DESIGN_NICKNAME = mult4_to_1_32
export VERILOG_FILES = /design/flow/design.v
export SDC_FILE = /design/flow/constraint.sdc
export NUM_CORES = 4
export LEC_CHECK = 1
export CORE_AREA = 10 10 76 76
export DIE_AREA = 0 0 86 86

===== design.v =====
module mult4_to_1_32(out, i0,i1,i2,i3,s0,s1);
output [31:0] out;
input [31:0]i0,i1,i2,i3;
input s0,s1;
assign out = s0 ? (s1? i3:i2):(s1? i1:i0);
endmodule

==> deck_impl_summary.md <==
Flow Results at a Glance

Placed design
  • RePlAce Congestion: 0.897
  • PortBufs: 162
  • Post-DP Area: 0.00247 mm^2
  • Placed insts: 248

Job
  • Tool warnings: 36
  • Max cap viols: 0

Logic synthesis
  • Distinct cells, synth: 5
  • Cells after Synth: 39
  • Yosys chip area: 815 um^2
  • Yosys cell count: 39
  • Avg Cell Area, Syn: 20.9 um^2
  • Post-Syn Area: 815 um^2
  • Ys Warns: 0
  • Post-synth seq share: 0

Setup path
  • CP Class: in -> out
  • Worst setup endpoint: out[3]
  • Critical Path RT: 880 ps
  • CP max-delay cell: mux4_2
  • WP data arrival: 1190 ps
  • Max FO, Critical Path: 7
  • Bufs and invs on worst path: 4
  • Critical path launch point type: primary input
  • CP cell instances: buf_12 > buf_12 > buf_12 > mux4_2 > buf_2
  • Top cell by count, worst path: buf_12
  • Crit end category: output pin
  • Worst Setup SP: s1
  • Crit-path max cell delay: 500 ps
  • CP Depth: 5
  • Delay-heaviest family, CP: multiplexers

GRT
  • First-pass GRT wire length: 8850 um
  • Initial antenna violation count: 0
  • Grt ovf: 0
  • Vias in the first global route: 1440
  • Largest net degree at the start of global routing: 17
  • Total GRT Usage: 0.159

Power and ir drop
  • Leakage Power: 0.00116 uW
  • Pwr Total: 788 uW
  • PwrDens: 333 mW/mm^2
  • VDD IR max: 0.000150 V

Layout
  • # clk buffers: 0
  • Reg area: 0 um^2
  • Final instance area: 0.00237 mm^2
  • Layout cells sized above 1: 0.390
  • Fin cells: 260
  • Layout area overhead: 191%
  • Comb gate area: 721 um^2
  • Flops: 0
  • FILL cells: 391

Outcome
  • Failing checks: negative setup slack
  • Status: complete, but fails checks

Timing
  • Setup_tns: -7880 ps
  • Final-report setup violation count: 32
  • Slack of the critical path: -308 ps
  • Final Hold Viols: 0
  • Period utilization: 1.28
  • Final Critical Period: 1410 ps
  • Max Slew Vio Count: 0
  • F_max: 0.710 GHz
  • Slew @ Worst Pin: 128 ps
  • Worst rel slew slack: 0.915
  • RSZ-0062 raised after global routing: true

Drt
  • Detail Route Antenna Nets: 0
  • DR vias/cell: 4.70
  • DRC viols: 0
  • Number of diodes: 0
  • Final WL: 6010 um
  • Via count: 1223
  • Detailed Routing Iterations Pass 1: 4
  • Drt initial violations: 30
  • WL/cell: 23.1 um

Floorplan
  • Die W: 86 um
  • DIE HEIGHT: 86 um
  • CORE AREA: 0.00412 mm^2
  • Die area: 0.00740 mm^2
  • Fp_density: 0.198
  • I/O pin count: 162
  • Row cnt: 23

Worst hold path
  • Worst hold-check path type: in -> out
-- area by class of cell --
| type | count | area share |
|---|---|---|
| timing repair buffer | 178 | 0.669 |
| multi-input combinational | 32 | 0.304 |
| tap | 50 | 0.0264 |
-- routing by layer --
layer / part of all wire / GRT usage / vias to the layer above
met1: 0.33 / 0.176 / 572
met5: 0 / 0 / -
met3: 0.12 / 0.0744 / 4
met4: 0.0083 / 0.0120 / 0
li1: - / - / 551
met2: 0.53 / 0.281 / 96
-- cell usage after synthesis --
library cell | instances | area share
mux4_2 | 30 | 0.83
buf_2 | 3 | 0.018
buf_6 | 1 | 0.014
mux4_1 | 2 | 0.065
buf_12 | 3 | 0.074
-- placed cells by master (no fill, tap or decap) --
master	n
buf_4	6
buf_2	32
dlygate4sd2_1	127
buf_12	8
dlymetal6s2s_1	1
mux4_2	32
buf_16	3
buf_6	1
-- cell families after synthesis --
logic type  share of synthesized area
buf+inv                         0.106
mux                             0.894
-- stage by stage --
| step | setup WS (ps) | utilization | hold WS (ps) |
|---|---|---|---|
| 2_1_floorplan | -31.6 | - | 526 |
| 3_3_place_gp | -842 | 0.601 | 1340 |
| 3_5_place_dp | -854 | 0.601 | 1350 |
| 4_1_cts | -315 | 0.572 | 930 |
| 5_1_grt | -332 | 0.575 | 862 |
| 6_report | -308 | 0.575 | 824 |
-- tightest hold or removal path, cell delays in order --
cell	delay (ps)
dlymetal6s2s_1	80
mux4_2	220
buf_2	90
-- where the power goes --
part	switching, uW	leakage (uW)	internal (uW)	total, uW
Sequential	0	0	0	0
Combinational	199	0.00116	589	788
Clock	0	0	0	0
Total	199	0.00116	589	788
-- worst min-delay path by stage --
| stage | from | to | slack (ps) | depth (start not counted) |
|---|---|---|---|---|
| CTS | i2[27] | out[27] | 930 | 3 |
| global route | i1[10] | out[10] | 860 | 3 |
| finish | i1[10] | out[10] | 820 | 3 |
-- what timing repair did --
item                       in CTS  in global routing
setup endpoints to repair      32                 32
setup buffers                   8                  1
gates cloned                    3                  0
gates resized                 242                  2
hold buffers                    0                  0
No activity file was given, so power comes from the tool's default toggle rates.
